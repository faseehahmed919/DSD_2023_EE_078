===== run.sh =====
#!/bin/bash
# OpenROAD 26Q1-2900-gdf79404cd8, Yosys 0.63+post, stock flow scripts
make -C /OpenROAD-flow-scripts/flow DESIGN_CONFIG=/design/flow/config.mk WORK_HOME=/design/flow/orfs finish

===== config.mk =====
export PLATFORM = sky130hd
export DESIGN_NAME = lab5
export DESIGN_NICKNAME = lab5
export VERILOG_FILES = /design/flow/design.v
export SDC_FILE = /design/flow/constraint.sdc
export NUM_CORES = 4
export LEC_CHECK = 1
export CORE_AREA = 10 10 70 70
export DIE_AREA = 0 0 80 80
export SYNTH_HDL_FRONTEND = slang

===== constraint.sdc =====
current_design lab5

set clk_period 1.2
set clk_io_pct 0.2

create_clock -name clk0 -period $clk_period

set non_clock_inputs [all_inputs -no_clocks]
set_input_delay [expr $clk_period * $clk_io_pct] -clock clk0 $non_clock_inputs
set_output_delay [expr $clk_period * $clk_io_pct] -clock clk0 [all_outputs]

===== design.v =====
`timescale 1ns / 1ps
module lab5(input logic [3:0] num,
            input logic [2:0] slct,
            output logic a,b,c,d,e,f,g,
            output logic [7:0] seg
            );
    assign a = (((~num[3])&(~num[2])&(~num[1])&(num[0])) | ((~num[3])&(num[2])&(~num[1])&(~num[0])) | ((num[3])&(num[2])&(~num[1])&(num[0])) | ((num[3])&(~num[2])&(num[1])&(num[0])));
    assign b = (((num[3])&(num[2])&(~num[0])) | ((~num[3])&(num[2])&(~num[1])&(num[0])) | ((num[3])&(num[1])&(num[0])) | ((num[2])&(num[1])&(~num[0])));
    assign c = (((~num[3])&(~num[2])&(num[1])&(~num[0])) | ((num[3])&(num[2])&(num[1])) | ((num[3])&(num[2])&(~num[0])));
    assign d = (((~num[3])&(num[2])&(~num[1])&(~num[0])) | ((~num[3])&(~num[2])&(~num[1])&(num[0])) | ((num[3])&(~num[2])&(num[1])&(~num[0])) | ((num[2])&(num[1])&(num[0])));
    assign e = (((~num[3])&(num[0])) | ((~num[3])&(num[2])&(~num[1])) | ((~num[2])&(~num[1])&(num[0])));
    assign f = (((~num[3])&(~num[2])&(num[0])) | ((~num[3])&(~num[2])&(num[1])) | ((num[3])&(num[2])&(~num[1])&(num[0])) | ((~num[3])&(num[1])&(num[0])));
    assign g = (((num[3])&(num[2])&(~num[1])&(~num[0])) | ((~num[3])&(num[2])&(num[1])&(num[0])) | ((~num[3])&(~num[2])&(~num[1])));
    assign seg[0] = ((slct[2]) | (slct[1]) | (slct[0]));
    assign seg[1] = ((slct[2]) | (slct[1]) | (~slct[0]));
    assign seg[2] = ((slct[2]) | (~slct[1]) | (slct[0]));
    assign seg[3] = ((slct[2]) | (~slct[1]) | (~slct[0]));
    assign seg[4] = ((~slct[2]) | (slct[1]) | (slct[0]));
    assign seg[5] = ((~slct[2]) | (slct[1]) | (~slct[0]));
    assign seg[6] = ((~slct[2]) | (~slct[1]) | (slct[0]));
    assign seg[7] = ((~slct[2]) | (~slct[1]) | (~slct[0]));
endmodule

==> job_summary.md <==
### Metrics collected by this job

| Metric | Value |
|---|---|
| Status | `finished, violations left` |
| Violated checks | `setup timing` |
| Pwr/cell area | `312 mW/mm2` |
| Hold Slack | `0.778 ns` |
| Flops | `0` |
| P&R area growth vs syn | `150%` |
| Peak supply drop | `0.0000704 V` |
| Crit share post-route | `103%` |
| I/O Pins | `22` |
| Gr ovfl total | `0` |
| Min-Delay Startpoint | `slct[2]` |
| Cell Type Count | `22` |
| Pre-CTS setup slack | `-0.886 ns` |
| Post-synthesis average cell area | `approximately 6.6 um2` |
| M1 GR Usage | `5.55%` |
| Gr busiest metal | `met2` |
| GR Layer Usage met3 | `2.05%` |
| Setup-failing EPs final | `4` |
| Worst Tran Pin Value | `0.282 ns` |
| Synth warn | `0` |
| Initial antenna violation count | `0` |
| Top-count cell post-synth | `nand3_1` |
| Crit. End Element | `output pin` |
| RSZ-0062 raised after global routing | `yes` |
| Crit path max-delay cell type | `a211oi_4` |
| GPL Wtd Cong | `0.671` |
| Vias | `431` |
| Antenna diodes | `0` |
| Slew HR | `roughly 81%` |
| Vias per cell | `around 3.4` |
| Biggest area cells | `nand3_1 (11%), buf_6 (8.1%), nand3b_1 (8.1%)` |
| Final Hold Violation Tally | `0` |
| Fmax | `roughly 800 MHz` |
| Initial DRT Pass Iterations | `4` |
| Worst Setup SP | `num[1]` |
| DRT iter0 DRCs | `23` |
| Critical path's largest stage delay | `about 0.20 ns` |
| P_leak | `0.308 nW` |
| Total placed cells including tap cells | `approximately 120` |
| Total chip power | `0.217 mW` |
| Fp_density | `approximately 8.2%` |
| Routed WL | `1320 um` |
| Port Buf Inserts | `22` |
| Area leader, netlist | `nand3_1` |
| Placed cell area | `619 um2` |
| Core Area | `~0.0034 mm2` |
| Top Family by Delay on Critical Path | `buffers and inverters` |
| Die height | `approximately 80 um` |
| Max_cap viols | `0` |
| Cells along the critical path | `buf_12, and2b_4, buf_6, a211oi_4, a21oi_2, buf_2` |
| Final Non-Filler Cells | `between 100 and 150` |
| Synth cell count leaders | `nand3_1 (6), a21oi_1 (4), o21ai_1 (4)` |
| Vias in the first global route | `472` |
| Sequential cell area | `0 um2` |
| Post-route setup slack | `-0.0312 ns` |
| Design area | `697 um2` |
| Post-synthesis cell count | `42` |
| Die W | `80 um` |
| Worst setup SP type | `primary input` |
| Pin count of the biggest net entering global routing | `9` |
| Worst Path Buf+Inv | `3` |
| OpenROAD warnings | `34` |
| Yosys stat chip area | `279 um2` |
| Worst hold path class | `in -> out` |
| Chip area | `0.00640 mm2` |
| # rows | `21` |
| Routed len/inst | `approximately 11 um` |
| Netlist Area Pre-Place | `279 um2` |
| Drt drc | `0` |
| Critical Path AT | `0.99 ns` |
| Antenna viol nets, final | `0` |
| Layout cells sized above 1 | `59.5%` |
| Met2 usage | `5.94%` |
| CP Data Required Time | `0.96 ns` |
| Post-synth top area share | `10.8%` |
| GRT Util Overall | `under 10%` |
| DPL Wire Length | `973 um` |
| Number of cells in Yosys stat | `between 40 and 50` |
| Worst setup path class | `in -> out` |
| Fin. max-slew vios | `0` |
| First-pass GRT wire length | `about 2200 um` |
| Final min period | `1.23 ns` |
| Critical Path Fanout Max | `8` |
| Clock buf count | `0` |
| Post-synth seq share | `0%` |
## kinds of logic (layout without fill, tap and decap cells)
logic type / count (synthesis) / after routing / share of synthesized area [%]
buf+inv: 4 / 41 / 12.6
compound gates: 12 / 12 / 23.8
simple gates: 24 / 24 / 56.5
mux: 2 / 2 / 7.18
## per-layer routing
layer / vias to the layer above / share of wire [%]
li1: 229 / -
met5: - / 0
met4: 0 / 0
met3: 0 / 13
met2: 19 / 39
met1: 183 / 48
## worst min-delay path: stages
cell and delay, ns:
buf_2 0.11, or3b_1 0.10, buf_2 0.09
## cell type report
| type | instances | area, um2 |
|---|---|---|
| fillers | 387 | 2720 |
| repair buffers | 41 | 328 |
| multi-input cells | 38 | 312 |
| well taps | 46 | 57.6 |
## through the flow
| step | TNS, ns | utilization [%] |
|---|---|---|
| 2_1_floorplan | 0 | - |
| 3_3_place_gp | -9.72 | 18.1 |
| 3_5_place_dp | -9.92 | 18.1 |
| 4_1_cts | -0.317 | 19.9 |
| 5_1_grt | -0.433 | 20.4 |
| 6_report | -0.0898 | 20.4 |
## final timing paths
check	to	slack, ns	cells after the start
setup / recovery	d	-0.03	6
hold / removal	seg[2]	0.78	3
## layout by cell type (no fill, tap or decap), types with 3 or more instances in the layout
cell type / Yosys / layout
buf_6: 2 / 6
o21ai_1: 4 / 4
buf_2: 1 / 13
nand3b_1: 3 / 3
dlygate4sd2_1: 0 / 4
buf_4: 1 / 14
nand3_1: 6 / 5
## power by group
| group | switching (mW) | internal (mW) |
|---|---|---|
| combinational | 0.0881 | 0.129 |
| clock | 0 | 0 |
| sequential | 0 | 0 |
## timing repair
item,CTS,global route
endpoints found under the setup margin,15,7
resized,88,5
hold endpoints to repair,0,0
pin swaps,7,5
buffers inserted,8,1
hold buffers,0,0
Power figures rest on the tool's default switching activity, not on a simulated workload.
