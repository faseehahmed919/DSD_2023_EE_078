===== design/flow/design.v =====
`timescale 1ns / 1ps
module seven_seg( input logic write,
                  input logic [2:0] slct,
                  input logic [3:0] num,
                  input logic clk,
                  input logic rst,
                  output logic [7:0] anode,
                  output logic [6:0] cathode
    );
    logic [3:0] memory [7:0];
    logic [2:0] new_slct;
    logic [16:0] count_1;
    logic [2:0] count_2;
    always_ff @(posedge clk or posedge rst) 
    begin
        if (rst) 
            begin
                count_1 <= 0;
                count_2 <= 0;
            end 
        else 
            begin
                count_1 <= count_1 + 1;
                if (count_1 == 17'd131071) 
                    begin
                        count_1 <= 0;
                        count_2 <= count_2 + 1;
                end
            end
    end
    always_ff @(posedge clk) begin
        if (rst)
            memory <= {0,0,0,0,0,0,0,0};
        else if (write)
            memory[slct] <= num;
    end
    always_comb begin
        if (write)
            new_slct = slct;
        else
            new_slct = count_2;
    end
    always_comb begin
        case(new_slct)
            3'b000 : anode = 8'b11111110;
            3'b001 : anode = 8'b11111101;
            3'b010 : anode = 8'b11111011;
            3'b011 : anode = 8'b11110111;
            3'b100 : anode = 8'b11101111;
            3'b101 : anode = 8'b11011111;
            3'b110 : anode = 8'b10111111;
            3'b111 : anode = 8'b01111111;
        endcase
    end
    always_comb begin
        case(memory[new_slct])
            4'b0000 : cathode = 7'b0000001;
            4'b0001 : cathode = 7'b1001111;
            4'b0010 : cathode = 7'b0010010;
            4'b0011 : cathode = 7'b0000110;
            4'b0100 : cathode = 7'b1001100;
            4'b0101 : cathode = 7'b0100100;
            4'b0110 : cathode = 7'b0100000;
            4'b0111 : cathode = 7'b0001111;
            4'b1000 : cathode = 7'b0000000;
            4'b1001 : cathode = 7'b0000100;
            4'b1010 : cathode = 7'b0001000;
            4'b1011 : cathode = 7'b1100000;
            4'b1100 : cathode = 7'b0110001;
            4'b1101 : cathode = 7'b1000010;
            4'b1110 : cathode = 7'b0110000;
            4'b1111 : cathode = 7'b0111000;
        endcase
    end
endmodule

===== design/flow/run.sh =====
#!/bin/bash
# OpenROAD 26Q1-2900-gdf79404cd8, Yosys 0.63+post, stock flow scripts
make -C /OpenROAD-flow-scripts/flow DESIGN_CONFIG=/design/flow/config.mk WORK_HOME=/design/flow/orfs finish

===== design/flow/constraint.sdc =====
current_design seven_seg

set clk_period 5.9
set clk_io_pct 0.2

create_clock -name clk0 -period $clk_period [get_ports {clk}]

set non_clock_inputs [all_inputs -no_clocks]
set_input_delay [expr $clk_period * $clk_io_pct] -clock clk0 $non_clock_inputs
set_output_delay [expr $clk_period * $clk_io_pct] -clock clk0 [all_outputs]

===== design/flow/config.mk =====
export PLATFORM = sky130hd
export DESIGN_NAME = seven_seg
export DESIGN_NICKNAME = seven_seg
export VERILOG_FILES = /design/flow/design.v
export SDC_FILE = /design/flow/constraint.sdc
export NUM_CORES = 4
export LEC_CHECK = 1
export CORE_UTILIZATION = 50
export SYNTH_HDL_FRONTEND = slang

==> metrics.cfg <==
[routing]
wirelength_mm = 5.82
antenna_left = 0
drtIter0Drc = 140
vias = 2011
avgRoutedWirePerCell_um = 15.3
top_layer_used = met4
routed_via_density = 5.28
remaining_drc_errors = 0
dr.pass1.iters = 4
wl_met3_um = 318
met2WireLength_mm = 2.38
antenna_cells = 0
wl_met1_mm = 3.07

[synth]
top_area_frac = 0.224
ys_seq_frac = 0.398
synth-edff-count = 0
synth.avg_cell_area_sq_um = 9.78
ys_cells = 293
ys_chip_area_sq_um = 2870
most_common_cell = nor2_1
ff_type = dfxtp_1
ys.flops = 52
netlist_top_cells_count = 49 x nor2_1, 48 x mux2i_1, 32 x dfxtp_1
topCellsByArea = dfxtp_1 22%, dfrtp_1 17%, mux2i_1 17%, nor2_1 6.4%, ha_1 3.9%
postSynth.asyncResetShare = 0.385
synthCells = 293
top_area_cell = dfxtp_1
synth.distinct_cells = 47
syn-cell-area_sq_um = 2870
yosysWarningCount = 0

[clock_network]
clk_path_buf_depth = 2
hold_buffers = 0
clock-sinks = 52
clk_latency_ns = 0.30
cts_resized = 0
cts.clk_slew.worst_paths_ns = 0.09
clock-root-buffer = clkbuf_8
cts_buffers = 5
cts_tree = yes
h-tree-depth = 2
postCtsSetupRepairBufs = 0

[global_routing]
antenna_found_initial = 0
gr-usage-all-layers = 0.215
grt_max_degree = 34
grt_pass1_wl_mm = 9.63
grt_overflow_total = 0
grt_pass1_vias = 1900

[critical_path]
crit_slowest_cell = clkdlybuf4s50_1
reg2regPathDepth = 6
crit_required_ns = 4.72
reg2reg_from = count_1[0]
r2r_setup_slack_ns = 3.45
crit_buf_inv = 3
crit_path_end_kind = output port
cp_top_family = multiplexers
criticalPathCategory = input pin to output port
path_cells = clkdlybuf4s50_1 > mux2i_4 > mux2i_1 > mux2i_1 > mux2i_1 > inv_1 > ha_1 > mux2_2 > a22o_1 > clkdlybuf4s50_1
critPathMostFrequentCell = mux2i_1
startpoint_type = input pin
r2r-end = count_2[1]
critical_path.startpoint = write
critPathArrivalTime_ns = 4.33
critPathMaxStageDelay_ns = 0.65
worstPathMaxFanout = 14

[sta]
skew_ns = 0.00245
period_minus_slack_ns = 5.51
rsz0062_at_grt = no
fmax_mhz = 182
hold_viol = 0
worstMarginPinSlew_ns = 0.843
period_used_share = 0.934
finalMaxSlewViolations = 0
relSlewSlack = 0.436
setup_viol = 0
timing.setup.tns_ns = 0

[status]
outcome = complete, no violations

[worst_hold_path]
worstHoldEndpoint = count_1[0]
hold_class = register to register
hold_depth = 1
hp-start = count_1[0]

[job]
drv_cap = 0
warnings = 29

[pwr]
p_leak_nw = 1.52
pwr_density_cell_nw_per_um2 = 203
ir_drop_uv = 177

[finish]
fin_util = 0.581
area_growth_pct = 11.7
drive_gt1_frac = 0.107

[floorplanning]
num_rows = 27
core_sq_um = 5510
ios = 25
die_h_um = 77.7
dieArea_sq_um = 6040
fp.dieW_um = 77.7
fp-utilization = 0.520

[placed_design]
hpwl_mm = 4.13
place.gp.congestion = 0.888
place.port_buffers = 24

==> power breakdown <==
group	switching, W	leakage, nW	internal, W	total (W)
Clock	0.000116	0.0456	0.0000847	0.000201
Sequential	0.00000253	0.529	0.000357	0.000360
Combinational	0.0000448	0.941	0.0000446	0.0000894
==> layout make-up <==
type | count | area [sq um]
repair buffers | 30 | 285
fillers | 504 | 2310
clock inverters | 2 | 13.8
well taps | 72 | 90.1
clock buffers | 6 | 72.6
multi-input cells | 210 | 1560
flip-flops and latches | 52 | 1140
inverters | 9 | 33.8
==> cells in the final DEF (no fill, tap or decap), types with 2 or more instances in the layout <==
master | netlist | layout
nor3_1 | 5 | 5
nor2b_1 | 2 | 2
a22oi_4 | 2 | 2
a21oi_2 | 2 | 2
a21o_1 | 2 | 2
nand4_1 | 4 | 4
a211oi_1 | 2 | 2
a21oi_1 | 3 | 3
mux2i_1 | 48 | 48
dfrtp_1 | 20 | 20
inv_1 | 9 | 9
nand4b_1 | 2 | 2
clkdlybuf4s50_1 | 0 | 24
clkbuf_8 | 0 | 5
o21ai_0 | 2 | 2
dfxtp_1 | 32 | 32
or3_1 | 2 | 2
a22o_1 | 3 | 3
ha_1 | 9 | 9
xor2_1 | 10 | 10
xnor2_1 | 5 | 5
and3_1 | 2 | 2
nand3_1 | 9 | 9
a221oi_1 | 2 | 2
nand2_1 | 19 | 19
buf_4 | 1 | 6
nor2_1 | 49 | 49
nor3b_1 | 3 | 3
nand3b_1 | 2 | 2
mux2_2 | 5 | 5
==> through the flow <==
stage / worst slack (ns) / instance area [sq um] / cells / total power (W) / hold slack (ns)
after floorplan: 1.72 / 2870 / 293 / 0.000429 / 0.425
after global placement: 0.382 / 3110 / 373 / 0.000458 / 0.450
after detailed placement: 0.378 / 3110 / 373 / 0.000458 / 0.457
after CTS: 0.378 / 3200 / 381 / 0.000658 / 0.473
after global routing: 0.141 / 3200 / 381 / 0.000680 / 0.486
final: 0.391 / 3200 / 381 / 0.000650 / 0.470
==> cell families (layout without fill, tap and decap cells) <==
logic type,Yosys count,in the layout,share of synthesized area
AND-OR/OR-AND,23,23,0.0725
XOR/XNOR,15,15,0.0458
adder cells (fa/ha/maj),9,9,0.0393
buffers and inverters,31,47,0.0563
flip-flops,52,52,0.398
multiplexers,56,56,0.208
AND/OR/NAND/NOR,107,107,0.180
==> state kept, by name, summed over array words and instances (netlist names) <==
signal   count
count_2      3
memory      32
count_1     17
==> worst reg2reg max path, stage by stage (launching register included) <==
cell and delay [ns]:
dfrtp_1 0.39, ha_1 0.22, nand2_1 0.13, nor3_1 0.38, and3_1 0.22, ha_1 0.61, mux2_2 0.41
==> how the worst max path moves through the flow <==
| stage | depth (start not counted) | slack [ns] | to |
|---|---|---|---|
| 4_1_cts | 10 | 0.38 | cathode[0] |
| 5_1_grt | 10 | 0.14 | cathode[0] |
| 6_report | 10 | 0.39 | cathode[0] |
==> metal layers <==
| layer | track usage | vias up |
|---|---|---|
| met5 | 0 | - |
| met3 | 0.0609 | 6 |
| met2 | 0.294 | 36 |
| li1 | - | 1036 |
| met1 | 0.362 | 933 |
| met4 | 0.0226 | 0 |
No activity file was given, so power comes from the tool's default toggle rates.
